**design/flow/design.v**
```verilog
module OT11_27(
	clk,
	rst_n,
	in,
	bomb,
	in_valid1,
	hit,
	in_valid2,
	out_valid,
	out
);
input clk;
input rst_n;
input [7:0] in;
input [7:0] bomb;
input in_valid1;
input [5:0] hit;
input in_valid2;
output reg out_valid;
output reg [6:0] out;
parameter IDLE=0, INPUT=1, OPER=2, OUTPUT=3;
reg [1:0] cState, nState;
reg [5:0] h [9:0];
reg [7:0] b [7:0];
reg [7:0] r [7:0];
wire [7:0] blockNum;
reg [7:0] initBlockNum;
reg [3:0] cnt;
reg [3:0] i;
assign blockNum = b[0][0]+b[0][1]+b[0][2]+b[0][3]+b[0][4]+b[0][5]+b[0][6]+b[0][7]+
                  b[1][0]+b[1][1]+b[1][2]+b[1][3]+b[1][4]+b[1][5]+b[1][6]+b[1][7]+
		  b[2][0]+b[2][1]+b[2][2]+b[2][3]+b[2][4]+b[2][5]+b[2][6]+b[2][7]+
		  b[3][0]+b[3][1]+b[3][2]+b[3][3]+b[3][4]+b[3][5]+b[3][6]+b[3][7]+
		  b[4][0]+b[4][1]+b[4][2]+b[4][3]+b[4][4]+b[4][5]+b[4][6]+b[4][7]+
		  b[5][0]+b[5][1]+b[5][2]+b[5][3]+b[5][4]+b[5][5]+b[5][6]+b[5][7]+
		  b[6][0]+b[6][1]+b[6][2]+b[6][3]+b[6][4]+b[6][5]+b[6][6]+b[6][7]+
		  b[7][0]+b[7][1]+b[7][2]+b[7][3]+b[7][4]+b[7][5]+b[7][6]+b[7][7];
always@(posedge clk, negedge rst_n)
begin
	if(!rst_n) cState <= IDLE;
	else cState <= nState;
end
always@(*)
begin
	case(cState)
		IDLE: begin
			if(in_valid1) nState = INPUT;
			else nState = IDLE;
		end
		INPUT: begin
			if(!in_valid2) nState = OPER;
			else nState = INPUT;
		end
		OPER: begin
			if(cnt == 9) nState = OUTPUT;
			else nState = OPER;
		end
		OUTPUT: nState = IDLE;
		default: nState = IDLE;
	endcase
end
always@(posedge clk, negedge rst_n)
begin
	if(!rst_n) cnt <= 0;
	else begin
		case(cState)
			IDLE: begin
				if(nState == INPUT && in_valid1) cnt <= 1;
				else cnt <= 0;
			end
			INPUT: begin
				if(in_valid2) cnt <= cnt+1;
				else cnt <= 0;
			end
			OPER: cnt <= cnt+1;
			OUTPUT: cnt <= cnt;
			default: cnt <= cnt;
		endcase
	end
end
always@(posedge clk, negedge rst_n)
begin
	if(!rst_n) initBlockNum <= 0;
	else begin
		case(cState)
			IDLE: initBlockNum <= 0;
			INPUT: initBlockNum <= initBlockNum;
			OPER: begin
				if(!cnt) initBlockNum <= blockNum;
				else initBlockNum <= initBlockNum;
			end
			OUTPUT: initBlockNum <= initBlockNum;
			default: initBlockNum <= initBlockNum;
		endcase
	end
end
always@(posedge clk, negedge rst_n)
begin
	if(!rst_n) for(i=0;i<10;i=i+1) h[i] <= 0;
	else begin
		case(cState)
			IDLE: begin
				for(i=1;i<10;i=i+1) h[i] <= 0;
				if(nState == INPUT && in_valid2) h[0] <= hit;
				else h[0] <= 0;
			end
			INPUT: h[cnt] <= hit;
			OPER: for(i=0;i<10;i=i+1) h[i] <= h[i];
			OUTPUT: for(i=0;i<10;i=i+1) h[i] <= h[i];
			default: for(i=0;i<10;i=i+1) h[i] <= h[i];
		endcase
	end
end
always@(posedge clk, negedge rst_n)
begin
	if(!rst_n) for(i=0;i<8;i=i+1) b[i] <= 0;
	else begin
		case(cState)
			IDLE: begin
				for(i=1;i<8;i=i+1) b[i] <= 0;
				if(nState == INPUT && in_valid1) b[0] <= in;
				else b[0] <= 0;
			end
			INPUT: begin
				if(in_valid1) b[cnt] <= in;
				else for(i=0;i<8;i=i+1) b[i] <= b[i];
			end
			OPER: begin
				b[h[cnt]/8][h[cnt]%8] <= 0;
				if(r[h[cnt]/8][h[cnt]%8]) begin
					if(h[cnt]/8+1 < 8 && h[cnt]/8+1 >= 0 && h[cnt]%8 < 8 && h[cnt]%8 >= 0) b[h[cnt]/8+1][h[cnt]%8] <= 0; else b[h[cnt]/8+1][h[cnt]%8] <= b[h[cnt]/8+1][h[cnt]%8];
					if(h[cnt]/8-1 < 8 && h[cnt]/8-1 >= 0 && h[cnt]%8 < 8 && h[cnt]%8 >= 0) b[h[cnt]/8-1][h[cnt]%8] <= 0; else b[h[cnt]/8-1][h[cnt]%8] <= b[h[cnt]/8-1][h[cnt]%8];
					if(h[cnt]/8 < 8 && h[cnt]/8 >= 0 && h[cnt]%8+1 < 8 && h[cnt]%8+1 >= 0) b[h[cnt]/8][h[cnt]%8+1] <= 0; else b[h[cnt]/8][h[cnt]%8+1] <= b[h[cnt]/8][h[cnt]%8+1];
					if(h[cnt]/8 < 8 && h[cnt]/8 >= 0 && h[cnt]%8-1 < 8 && h[cnt]%8-1 >= 0) b[h[cnt]/8][h[cnt]%8-1] <= 0; else b[h[cnt]/8][h[cnt]%8-1] <= b[h[cnt]/8][h[cnt]%8-1];
					if(h[cnt]/8+1 < 8 && h[cnt]/8+1 >= 0 && h[cnt]%8-1 < 8 && h[cnt]%8-1 >= 0) b[h[cnt]/8+1][h[cnt]%8-1] <= 0; else b[h[cnt]/8+1][h[cnt]%8-1] <= b[h[cnt]/8+1][h[cnt]%8-1];
					if(h[cnt]/8-1 < 8 && h[cnt]/8-1 >= 0 && h[cnt]%8-1 < 8 && h[cnt]%8-1 >= 0) b[h[cnt]/8-1][h[cnt]%8-1] <= 0; else b[h[cnt]/8-1][h[cnt]%8-1] <= b[h[cnt]/8-1][h[cnt]%8-1];
					if(h[cnt]/8+1 < 8 && h[cnt]/8+1 >= 0 && h[cnt]%8+1 < 8 && h[cnt]%8+1 >= 0) b[h[cnt]/8+1][h[cnt]%8+1] <= 0; else b[h[cnt]/8+1][h[cnt]%8+1] <= b[h[cnt]/8+1][h[cnt]%8+1];
					if(h[cnt]/8-1 < 8 && h[cnt]/8-1 >= 0 && h[cnt]%8+1 < 8 && h[cnt]%8+1 >= 0) b[h[cnt]/8-1][h[cnt]%8+1] <= 0; else b[h[cnt]/8-1][h[cnt]%8+1] <= b[h[cnt]/8-1][h[cnt]%8+1];
				end
			end
			OUTPUT: for(i=0;i<8;i=i+1) b[i] <= b[i];
			default: for(i=0;i<8;i=i+1) b[i] <= b[i];
		endcase
	end
end
always@(posedge clk, negedge rst_n)
begin
	if(!rst_n) for(i=0;i<8;i=i+1) r[i] <= 0;
	else begin
		case(cState)
			IDLE: begin
				for(i=1;i<8;i=i+1) r[i] <= 0;
				if(nState == INPUT && in_valid1) r[0] <= bomb;
				else r[0] <= 0;
			end
			INPUT: begin
				if(in_valid1) r[cnt] <= bomb;
				else for(i=0;i<8;i=i+1) r[i] <= r[i];
			end
			OPER: begin
				r[h[cnt]/8][h[cnt]%8] <= 0;
				if(r[h[cnt]/8][h[cnt]%8]) begin
					if(h[cnt]/8+1 < 8 && h[cnt]/8+1 >= 0 && h[cnt]%8 < 8 && h[cnt]%8 >= 0) r[h[cnt]/8+1][h[cnt]%8] <= 0; else r[h[cnt]/8+1][h[cnt]%8] <= r[h[cnt]/8+1][h[cnt]%8];
					if(h[cnt]/8-1 < 8 && h[cnt]/8-1 >= 0 && h[cnt]%8 < 8 && h[cnt]%8 >= 0) r[h[cnt]/8-1][h[cnt]%8] <= 0; else r[h[cnt]/8-1][h[cnt]%8] <= r[h[cnt]/8-1][h[cnt]%8];
					if(h[cnt]/8 < 8 && h[cnt]/8 >= 0 && h[cnt]%8+1 < 8 && h[cnt]%8+1 >= 0) r[h[cnt]/8][h[cnt]%8+1] <= 0; else r[h[cnt]/8][h[cnt]%8+1] <= r[h[cnt]/8][h[cnt]%8+1];
					if(h[cnt]/8 < 8 && h[cnt]/8 >= 0 && h[cnt]%8-1 < 8 && h[cnt]%8-1 >= 0) r[h[cnt]/8][h[cnt]%8-1] <= 0; else r[h[cnt]/8][h[cnt]%8-1] <= r[h[cnt]/8][h[cnt]%8-1];
					if(h[cnt]/8+1 < 8 && h[cnt]/8+1 >= 0 && h[cnt]%8-1 < 8 && h[cnt]%8-1 >= 0) r[h[cnt]/8+1][h[cnt]%8-1] <= 0; else r[h[cnt]/8+1][h[cnt]%8-1] <= r[h[cnt]/8+1][h[cnt]%8-1];
					if(h[cnt]/8-1 < 8 && h[cnt]/8-1 >= 0 && h[cnt]%8-1 < 8 && h[cnt]%8-1 >= 0) r[h[cnt]/8-1][h[cnt]%8-1] <= 0; else r[h[cnt]/8-1][h[cnt]%8-1] <= r[h[cnt]/8-1][h[cnt]%8-1];
					if(h[cnt]/8+1 < 8 && h[cnt]/8+1 >= 0 && h[cnt]%8+1 < 8 && h[cnt]%8+1 >= 0) r[h[cnt]/8+1][h[cnt]%8+1] <= 0; else r[h[cnt]/8+1][h[cnt]%8+1] <= r[h[cnt]/8+1][h[cnt]%8+1];
					if(h[cnt]/8-1 < 8 && h[cnt]/8-1 >= 0 && h[cnt]%8+1 < 8 && h[cnt]%8+1 >= 0) r[h[cnt]/8-1][h[cnt]%8+1] <= 0; else r[h[cnt]/8-1][h[cnt]%8+1] <= r[h[cnt]/8-1][h[cnt]%8+1];
				end
			end
			OUTPUT: for(i=0;i<8;i=i+1) r[i] <= r[i];
			default: for(i=0;i<8;i=i+1) r[i] <= r[i];
		endcase
	end
end
always@(posedge clk, negedge rst_n)
begin
	if(!rst_n) out_valid <= 0;
	else begin
		case(cState)
			IDLE: out_valid <= 0;
			INPUT: out_valid <= 0;
			OPER: out_valid <= 0;
			OUTPUT: out_valid <= 1;
			default: out_valid <= out_valid;
		endcase
	end
end
always@(posedge clk, negedge rst_n)
begin
	if(!rst_n) out <= 0;
	else begin
		case(cState)
			IDLE: out <= 0;
			INPUT: out <= out;
			OPER: out <= out;
			OUTPUT: out <= initBlockNum-blockNum;
			default: out <= out;
		endcase
	end
end
endmodule
```
**design/flow/run.sh**
```bash
#!/bin/bash
# OpenROAD 26Q1-2900-gdf79404cd8, Yosys 0.63+post, stock flow scripts
make -C /OpenROAD-flow-scripts/flow DESIGN_CONFIG=/design/flow/config.mk WORK_HOME=/design/flow/orfs finish
```
**design/flow/config.mk**
```make
export PLATFORM = sky130hd
export DESIGN_NAME = OT11_27
export DESIGN_NICKNAME = OT11_27
export VERILOG_FILES = /design/flow/design.v
export SDC_FILE = /design/flow/constraint.sdc
export NUM_CORES = 4
export LEC_CHECK = 1
export CORE_UTILIZATION = 50
```
**design/flow/constraint.sdc**
```tcl
current_design OT11_27

set clk_period 11.5
set clk_io_pct 0.2

create_clock -name clk0 -period $clk_period [get_ports {clk}]

set non_clock_inputs [all_inputs -no_clocks]
set_input_delay [expr $clk_period * $clk_io_pct] -clock clk0 $non_clock_inputs
set_output_delay [expr $clk_period * $clk_io_pct] -clock clk0 [all_outputs]
```
==> run notes <==
yosys + openroad results -> Yosys top cell by instances=nand2_1, synth unique cells=125, cycle use final=0.841, Worst Tran Pin Value=roughly 1.2 ns, Vias per Instance=~8.3, ys async rst share=1.00, layout cells sized above 1=0.108, First-pass DRT Iterations=17, Worst R2R End=r[7][6]$_DFFE_PN0P_, area leader, netlist=dfrtp_1, Num CTS Buffers=26, area grow syn2layout=8.44%, clock-pin transition on the worst setup and hold timing paths=about 0.070 ns, Final Max Slew Viols=0, Ys Warns=4, initial antenna violation count=11, number of global-route vias before repair=~29k, Hold Path Origin=out[2]$_DFFE_PN0P_, Main synth FF type=dfrtp_1, # setup viols final=0, crit-path max FO=50, Worst Setup EP=r[7][6]$_DFFE_PN0P_, post_cts resized=0, violation tally from detailed-route iteration zero=a little under 6k, yosys cell count=approximately 3.1k, Gate Count Post-Synth=roughly 3.1k, vias=about 31k, Place WS=roughly 2.7 ns, post-synth top area share=0.228, Final WS setup=~1.8 ns, clk sinks=between 200 and 250, RR Startpoint=cnt[0]$_DFFE_PN0N_, die height=around 220 um, Main area contributors=dfrtp_1, nand2_1, o21ai_0, commonest cells in the netlist=nand2_1, o21ai_0, a21oi_1, Rows=slightly below 80, Die Wd=217 um, max_cap viols=0, Die ar.=approximately 47000 um2, total track usage=0.649, Slew Limit Headroom=0.181, Synthesized registers=between 200 and 250, Critical Path Start=cnt[0]$_DFFE_PN0N_, # H-tree levels=1, Post-synth EDFFs=0, YS chip area=around 23000 um2, fp util=0.507, worst reg2reg path depth=22, Worst EP arrival=around 10 ns, Min Hold Slack=0.497 ns, CP Capture Type=flop, synthesized area=23000 um2, CP Class=flop to flop, gp weighted congestion=between 1 and 1.5, HPWL after DPL=slightly above 100000 um, Startpoint Class=flop, CTS tree=yes, cts hold-fix bufs=0, Port Buf Inserts=33, Seq share, synth=0.229, post-CTS setup buffers=0, Log Warnings=39, GRT overflow=0, Max Root-Sink Buffers=3, pin count of the biggest net entering global routing=a little over 80, first-pass GRT wire length=roughly 210000 um, fmax=0.103 GHz, final hold vios=0, outcome=completed, Hold WC Path Type=flop to flop, Setup TNS Final=0 ns, Critical Path RT=12.01 ns, minimum clock period=approximately 9.7 ns, Top Ports=34, Final Util=0.550, post-DR wirelength/cell=around 40 um, Post-route DRC=0, Post-DRT Antenna Nets=0, clk latency late pin=between 0.6 and 0.7 ns, CTS Root Cell=clkbuf_16, unrepaired setup endpoints after global routing=no, core footprint=~45000 um2, Syn Area/Cell=7.40 um2, Routed WL=149000 um, flop2flop setup slack=between 1.5 and 2 ns, Setup Skew=about 0.015 ns
cells by family (layout without fill, tap and decap cells):
group	after synthesis	in the layout	synth area share
fa+ha+maj	95	95	0.0696
simple gates	1058	1058	0.210
xor+xnor	11	11	0.00418
flops	211	211	0.229
other cells	0	12	0
compound gates	1334	1334	0.396
buf+inv	373	350	0.0729
mux	31	31	0.0184
placed cells by master, fill, tap and decap left out, drive strengths merged, types with 12 or more instances in the layout:
| cell type | Yosys | routed |
|---|---|---|
| nand3 | 93 | 93 |
| inv | 123 | 129 |
| clkdlybuf4s50 | 0 | 32 |
| dfrtp | 210 | 210 |
| o221ai | 33 | 33 |
| a22o | 29 | 29 |
| o311ai | 12 | 12 |
| nand2 | 451 | 451 |
| o22ai | 69 | 69 |
| mux2i | 12 | 12 |
| nand2b | 22 | 22 |
| nor2 | 264 | 264 |
| o21ai | 348 | 348 |
| ha | 40 | 40 |
| fa | 55 | 55 |
| clkbuf | 145 | 31 |
| a221o | 18 | 18 |
| nor3 | 74 | 74 |
| nor4 | 18 | 18 |
| buf | 103 | 145 |
| a2111oi | 17 | 17 |
| a22oi | 73 | 73 |
| or2 | 14 | 14 |
| diode | 0 | 12 |
| a222oi | 12 | 12 |
| a21oi | 279 | 279 |
| or3 | 12 | 12 |
| a21o | 30 | 30 |
| a211oi | 55 | 55 |
| and3 | 39 | 39 |
| a221oi | 56 | 56 |
| a31oi | 52 | 52 |
| nand4 | 20 | 20 |
| a32oi | 18 | 18 |
| o31ai | 39 | 39 |
| o211ai | 52 | 52 |
| and2 | 18 | 18 |
final cells by class:
type	count	area (um2)
Tap cell	600	751
Timing Repair Buffer	177	1420
Multi-Input combinational cell	2529	16100
Clock buffer	31	689
Sequential cell	211	5280
Antenna cell	12	30.0
Fill cell	4082	20400
Clock inverter	17	183
Inverter	125	469
sequential cells by signal, summed over array words and instances (netlist names):
name / count
out: 7
b: 64
r: 64
out_valid: 1
h: 60
cState: 4
cnt: 4
initBlockNum: 7
worst min path at each step:
stage     cells past startpoint  slack [ns]            endpoint
4_1_cts                       1        0.50  out[2]$_DFFE_PN0P_
5_1_grt                       1        0.54  out[2]$_DFFE_PN0P_
6_report                      1        0.50  out[2]$_DFFE_PN0P_
metal layers:
metal	GRT usage	share of wire	vias up
met2	0.799	0.36	3428
met4	0.481	0.11	29
met3	0.493	0.20	1323
met1	0.736	0.32	14100
li1	-	-	11700
met5	0.186	0.0056	-
metrics by stage:
step           cell area (um2)  instances
2_1_floorplan            23000       3113
6_report                 25000       3702
4_1_cts                  24900       3690
3_5_place_dp             24100       3642
3_3_place_gp             24100       3642
5_1_grt                  24900       3694
critical path: stages, from the launching register on:
cell      delay [ns]
dfrtp_1         0.45
inv_1           0.16
ha_1            0.75
o21ai_1         0.28
a22o_2          0.44
a22o_4          0.35
nor2_4          0.08
buf_4           0.56
inv_2           0.52
ha_1            0.34
buf_4           0.29
nor2_1          0.67
o21ai_1         0.43
o21ai_2         0.22
buf_4           0.35
a211oi_1        0.13
a2111o_1        0.43
o22ai_2         0.80
or2_2           0.73
buf_4           0.51
nand2_1         0.36
nand4b_1        0.28
o32a_1          0.35
