==> flow/run.sh <==
#!/bin/bash
# OpenROAD 26Q1-2900-gdf79404cd8, Yosys 0.63+post, stock flow scripts
make -C /OpenROAD-flow-scripts/flow DESIGN_CONFIG=/design/flow/config.mk WORK_HOME=/design/flow/orfs finish
==> flow/config.mk <==
export PLATFORM = sky130hd
export DESIGN_NAME = SORT
export DESIGN_NICKNAME = SORT
export VERILOG_FILES = /design/flow/design.v
export SDC_FILE = /design/flow/constraint.sdc
export NUM_CORES = 4
export LEC_CHECK = 1
export CORE_UTILIZATION = 30
==> flow/constraint.sdc <==
current_design SORT

set clk_period 7.4
set clk_io_pct 0.2

create_clock -name clk0 -period $clk_period [get_ports {clk}]

set non_clock_inputs [all_inputs -no_clocks]
set_input_delay [expr $clk_period * $clk_io_pct] -clock clk0 $non_clock_inputs
set_output_delay [expr $clk_period * $clk_io_pct] -clock clk0 [all_outputs]
==> flow/design.v <==
module SORT(
  clk,
  rst_n,
  in_valid1,
  in_valid2,
  in,
  mode,
  op,
  out_valid,
  out
);
input clk;
input rst_n;
input mode;
input in_valid1, in_valid2;
input [4:0] in;
input [1:0] op;
output reg out_valid;
output reg [4:0] out;
parameter IDLE=0;
parameter INPUT=1;
parameter OUTPUT=2;
integer i;
reg mo;
reg [1:0] cState, nState;
reg [3:0] count;
reg [4:0] queue [0:9];
reg [3:0] back;
wire [4:0] l1;
wire [4:0] l2 [0:2];
wire [4:0] l3 [0:3];
wire [4:0] l4 [0:5];
wire [3:0] p1;
wire [3:0] p2 [0:2];
wire [3:0] p3 [0:3];
wire [3:0] p4 [0:5];
assign l1 = l2[0] > l2[1] ? l2[0] : l2[1];
assign p1 = l2[0] > l2[1] ? p2[0] : p2[1];
assign l2[0] = l3[0] > l3[1] ? l3[0] : l3[1];
assign p2[0] = l3[0] > l3[1] ? p3[0] : p3[1];
assign l2[1] = l3[2];
assign p2[1] = p3[2];
assign l3[0] = l4[0] > l4[1] ? l4[0] : l4[1];
assign p3[0] = l4[0] > l4[1] ? p4[0] : p4[1];
assign l3[1] = l4[2] > l4[3] ? l4[2] : l4[3];
assign p3[1] = l4[2] > l4[3] ? p4[2] : p4[3];
assign l3[2] = l4[4];
assign p3[2] = p4[4];
assign l4[0] = queue[0] > queue[1] ? queue[0] : queue[1];
assign p4[0] = queue[0] > queue[1] ? 0 : 1;
assign l4[1] = queue[2] > queue[3] ? queue[2] : queue[3];
assign p4[1] = queue[2] > queue[3] ? 2 : 3;
assign l4[2] = queue[4] > queue[5] ? queue[4] : queue[5];
assign p4[2] = queue[4] > queue[5] ? 4 : 5;
assign l4[3] = queue[6] > queue[7] ? queue[6] : queue[7];
assign p4[3] = queue[6] > queue[7] ? 6 : 7;
assign l4[4] = queue[8] > queue[9] ? queue[8] : queue[9];
assign p4[4] = queue[8] > queue[9] ? 8 : 9;
always@(posedge clk, negedge rst_n)
begin
    if(!rst_n) cState <= IDLE;
    else cState <= nState;
end
always@(*)
begin
    case(cState)
        IDLE: if(in_valid2) nState = INPUT;
            else nState = INPUT;
        INPUT: if(in_valid1 && op == 2) nState = OUTPUT;
            else nState = INPUT;
        OUTPUT: if(count == 10) nState = IDLE;
            else nState = OUTPUT;
        default: nState = IDLE;
    endcase
end
always@(posedge clk, negedge rst_n)
begin
    if(!rst_n) mo <= 0;
    else begin
        if(in_valid2) mo <= mode;
        else mo <= mo;
    end
end
always@(posedge clk, negedge rst_n)
begin
    if(!rst_n) back <= 0;
    else begin
        case(cState)
            IDLE: back <= 0;
            INPUT: begin
                if(in_valid1) begin
                    if(op) begin                     
                        back <= back+1;
                    end else begin                   
                        if(back != 0) back <= back-1;
                        else back <= 0;
                    end
                end
            end
            OUTPUT: back <= back;
            default: back <= 0;
        endcase
    end
end
always@(posedge clk, negedge rst_n)
begin
    if(!rst_n) for(i = 0; i < 10; i=i+1) queue[i] <= 0;
    else begin
        case(cState)
            IDLE: for(i = 0; i < 10; i=i+1) queue[i] <= 0;
            INPUT: begin
                if(in_valid1) begin
                    if(mo) begin                     
                        if(op == 1) queue[back] <= in;
                        else if(op == 0) begin
                            for(i = 0; i < 9; i=i+1) queue[i] <= queue[i+1];
                            queue[9] <= 0;
                        end else for(i = 0; i < 10; i=i+1) queue[i] <= queue[i];
                    end else begin                   
                        if(op == 1) queue[back] <= in;
                        else if(op == 0) queue[back-1] <= 0;
                        else for(i = 0; i < 10; i=i+1) queue[i] <= queue[i];
                    end
                end else for(i = 0; i < 10; i=i+1) queue[i] <= queue[i];
            end
            OUTPUT: queue[p1] <= 0;
            default: for(i = 0; i < 10; i=i+1) queue[i] <= queue[i];
        endcase
    end
end
always@(posedge clk, negedge rst_n)
begin
    if(!rst_n) count <= 0;
    else begin
        case(cState)
            IDLE: count <= 0;
            INPUT: count <= count;
            OUTPUT: begin
                count <= count + 1;
            end
            default: count <= count;
        endcase
    end
end
always@(posedge clk, negedge rst_n)
begin
    if(!rst_n) out_valid <= 0;
    else begin
        case(cState)
            IDLE: out_valid <= 0;
            INPUT: out_valid <= out_valid;
            OUTPUT: begin
                if(count == 10) out_valid <= 0;
                else out_valid <= 1;
            end
            default: out_valid <= out_valid;
        endcase
    end
end
always@(posedge clk, negedge rst_n)
begin
    if(!rst_n) out <= 0;
    else begin
        case(cState)
            IDLE: out <= 0;
            INPUT: out <= out;
            OUTPUT: begin
                out <= l1;
            end
            default: out <= out;
        endcase
    end
end
endmodule
==> impl_metrics.csv <==
group,metric,value,unit
route,antenna_cells,0,
power,powerDensity,243,mW/mm²
floorplan,core_area,0.0174,mm²
timing,fin_setup_tns,0,ns
clock_tree,root_buffer,"clkbuf_16",
synth,ys_seq_share,31.8,%
route,drt_iter0_markers,296,
grt,grt_overflow_total,0,
min_path,hold_class,"flip-flop to flip-flop",
clock_tree,cts_setup_buffers,0,
power,leakage,2.63,nW
placed_design,place.gp.congestion,0.952,
clock_tree,cts_max_level,3,
grt,grt_max_degree,46,
synth,ys_ff,68,
placed_design,io_buffers,17,
synth,ys.flop_type,"dfrtp_1",
synth,area_leaders,"dfrtp_1 (31%), a22o_1 (15%), ha_1 (12%), nand2_1 (4.4%), mux2i_1 (3.9%)",
finish,drive_gt1_share,9.47,%
timing,fmax,144,MHz
synth,ys_area,0.00535,mm²
clock_tree,clock.latency.late_pin,0.33,ns
route,vias,4678,
finish,final_util,35.3,%
critical_path,required,7.62,ns
timing,hold_ws,0.485,ns
clock_tree,clk_pin_slew_worst_paths,0.05,ns
timing,fin_crit,6.96,ns
synth,top_cell_area_share,31.3,%
critical_path,critPathMaxFanout,11,
synth,synth_area,0.00535,mm²
timing,hold_viol,0,
synth,async_flop_share,100,%
clock_tree,tritoncts,"yes",
clock_tree,clock_sink_count,68,
grt,antenna_found_initial,0,
power,power,0.00149,W
clock_tree,cts_resized,0,
grt,grt_pass1_vias,4503,
clock_tree,cts_buffers,9,
synth,edf_count,0,
job,warning_count,31,
timing,max-slew-margin-rel,47.0,%
route,drc,0,
grt,grt_pass1_wl,24100,µm
critical_path,criticalPathCategory,"flip-flop to flip-flop",
clock_tree,cts-hold-fix-buffers,0,
route,dr.pass1.iters,5,
critical_path,max_stage_delay,0.55,ns
synth,syn_area_per_cell,9.15,µm²
grt,grt_usage,16.9,%
timing,setup-violations-final,0,
route,wl,14400,µm
floorplan,die_area,0.0184,mm²
synth,yosys_warnings,2,
route,wl_per_cell,17.4,µm
placed_design,dp_hpwl,10500,µm
timing,maxSlewViolCount,0,
critical_path,crit_path_end_kind,"flip-flop",
synth,synthCells,585,
status,status,"completed",
floorplan,fp_util,30.8,%
synth,yosysCellCount,585,
finish,area_growth,14.6,%
critical_path,crit_path_top_delay_cell,"a211oi_2",
route,route.antenna.remaining_nets,0,
floorplan,rows,48,
job,maxCapViolations,0,
finish,fillers,1688,
route,vias_per_cell,5.66,
floorplan,io_pins,18,
synth,synthDistinctLibCells,58,
synth,largest_area_cell,"dfrtp_1",
clock_tree,clockBufferDepth,2,
floorplan,die-height,136,µm
floorplan,die_x,136,µm
critical_path,cpMostUsedCell,"ha_1",
timing,fin_skew,0.00675,ns
critical_path,arrival,7.18,ns
power,ir_drop,164,µV
timing,worst_slew_pin_slew,0.791,ns
timing,layout_worst_path_cycle_share,94.1,%
critical_path,startpoint_type,"flip-flop",
==> where the power goes <==
part,switching [W],leakage [nW],total [W],internal (W)
combinational,0.000404,1.53,0.000579,0.000176
clock,0.000157,0.169,0.000478,0.000321
sequential,0.0000329,0.932,0.000434,0.000401
==> kinds of logic (layout without fill, tap and decap cells) <==
kind of cell	count (synthesis)	count (layout)	synth area share, %
compound gates	221	221	31.8
simple gates	149	149	14.2
flops	68	68	31.8
buf+inv	68	85	4.79
fa+ha+maj	53	53	12.4
mux	26	26	4.98
==> synthesized netlist by cell type (all sizes together) (2+ instances only) <==
cell / number
nor3: 4
o21a: 3
a22o: 90
ha: 53
nand2: 65
mux2: 5
inv: 45
mux2i: 21
a32oi: 4
o21ai: 43
o211ai: 6
a211o: 2
or4b: 2
nor3b: 3
o41ai: 2
nor2b: 8
dfrtp: 67
and3: 16
a211oi: 11
buf: 7
clkbuf: 16
a31oi: 7
nor2: 18
a21oi: 30
a21o: 7
or2: 2
nand3b: 5
nand4: 3
nand3: 9
o31ai: 4
nand4b: 4
nand2b: 7
==> cell usage in the layout (no fill, tap or decap), types with 6 or more instances in the layout <==
| cell type | instances |
|---|---|
| a211oi_2 | 6 |
| a21o_1 | 7 |
| a21oi_1 | 30 |
| a22o_1 | 90 |
| a31oi_1 | 7 |
| and3_1 | 14 |
| buf_4 | 7 |
| clkbuf_16 | 9 |
| clkdlybuf4s50_1 | 16 |
| dfrtp_1 | 67 |
| ha_1 | 53 |
| inv_1 | 44 |
| mux2i_1 | 21 |
| nand2_1 | 63 |
| nand2b_1 | 7 |
| nand3_1 | 9 |
| nor2_1 | 18 |
| nor2b_1 | 8 |
| o211ai_1 | 6 |
| o21ai_0 | 40 |
==> state kept, by name, indices dropped and copies added, names as in the netlist <==
name / cells
cState: 3
count: 4
back: 4
out: 5
mo: 1
queue: 50
out_valid: 1
==> routing by layer <==
layer / global-route usage, % / routed length (µm) / up-vias
li1: - / - / 2233
met1: 25.9 / 7010 / 2297
met2: 26.2 / 6500 / 126
met3: 2.29 / 609 / 22
met4: 2.68 / 243 / 0
met5: 0 / 0 / -
==> metrics by stage <==
| stage | setup slack [ns] | area, µm² | cells |
|---|---|---|---|
| 2_1_floorplan | 1.31 | 5350 | 585 |
| 3_3_place_gp | 0.372 | 5760 | 811 |
| 3_5_place_dp | 0.218 | 5760 | 811 |
| 4_1_cts | 0.110 | 6100 | 827 |
| 5_1_grt | -0.0101 | 6130 | 827 |
| 6_report | 0.440 | 6130 | 827 |
==> cell type report <==
type | instances | area (µm²) | share of cell area, %
Inverter | 45 | 169 | 2.75
Sequential cell | 68 | 1700 | 27.8
Clock buffer | 12 | 267 | 4.34
Multi-Input combinational cell | 449 | 3430 | 55.9
Clock inverter | 4 | 70.1 | 1.14
Tap cell | 225 | 282 | 4.59
Timing Repair Buffer | 24 | 218 | 3.55
==> worst max-delay path, delay by kind of cell, from the launching register on <==
| family | cells | cell delay (ns) |
|---|---|---|
| fa+ha+maj | 4 | 1.27 |
| mux | 2 | 0.76 |
| compound gates | 12 | 2.99 |
| buf+inv | 3 | 0.34 |
| simple gates | 6 | 1.05 |
| flops | 1 | 0.42 |
==> final timing paths <==
path | slack (ns) | cells past startpoint | to | startpoint
worst min-delay path | 0.48 | 1 | count[3]$_DFFE_PN0P_ | count[3]$_DFFE_PN0P_
worst max-delay path | 0.44 | 27 | queue[2][1]$_DFFE_PN0P_ | queue[1][4]$_DFFE_PN0P_
max in group asynchronous | 5.28 | 2 | queue[2][4]$_DFFE_PN0P_ | rst_n
min in group asynchronous | 1.14 | 1 | queue[9][0]$_DFFE_PN0P_ | rst_n
worst max register to register | 0.44 | 27 | queue[2][1]$_DFFE_PN0P_ | queue[1][4]$_DFFE_PN0P_
worst min register to register | 0.48 | 1 | count[3]$_DFFE_PN0P_ | count[3]$_DFFE_PN0P_
Power and IR drop assume default switching activity.
