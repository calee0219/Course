[/design/flow/run.sh]
#!/bin/bash
# OpenROAD 26Q1-2900-gdf79404cd8, Yosys 0.63+post, stock flow scripts
make -C /OpenROAD-flow-scripts/flow DESIGN_CONFIG=/design/flow/config.mk WORK_HOME=/design/flow/orfs finish
[/design/flow/config.mk]
export PLATFORM = sky130hd
export DESIGN_NAME = number
export DESIGN_NICKNAME = number
export VERILOG_FILES = /design/flow/design.v
export SDC_FILE = /design/flow/constraint.sdc
export NUM_CORES = 4
export LEC_CHECK = 1
export CORE_AREA = 10 10 98 98
export DIE_AREA = 0 0 108 108
[/design/flow/constraint.sdc]
current_design number

set clk_period 1.0
set clk_io_pct 0.2

create_clock -name clk0 -period $clk_period [get_ports {clk}]

set non_clock_inputs [all_inputs -no_clocks]
set_input_delay [expr $clk_period * $clk_io_pct] -clock clk0 $non_clock_inputs
set_output_delay [expr $clk_period * $clk_io_pct] -clock clk0 [all_outputs]
[/design/flow/design.v]
`timescale 1ns / 1ps
module number(
	input clk,
	input rst,
	input [3:0] num,
	input [10:0] x,
	input [10:0] y,
	input [10:0] poX,
	input [10:0] poY,
	output reg pic
    );
wire [5:0] n00,n01,n02,n03,n04,n05;
wire [5:0] n10,n11,n12,n13,n14,n15;
wire [5:0] n20,n21,n22,n23,n24,n25;
wire [5:0] n30,n31,n32,n33,n34,n35;
wire [5:0] n40,n41,n42,n43,n44,n45;
wire [5:0] n50,n51,n52,n53,n54,n55;
wire [5:0] n60,n61,n62,n63,n64,n65;
wire [5:0] n70,n71,n72,n73,n74,n75;
wire [5:0] n80,n81,n82,n83,n84,n85;
wire [5:0] n90,n91,n92,n93,n94,n95;
assign n00 = 30;
assign n01 = 18;
assign n02 = 18;
assign n03 = 18;
assign n04 = 18;
assign n05 = 30;
assign n10 = 4;
assign n11 = 12;
assign n12 = 4;
assign n13 = 4;
assign n14 = 4;
assign n15 = 4;
assign n20 = 12;
assign n21 = 18;
assign n22 = 1;
assign n23 = 2;
assign n24 = 12;
assign n25 = 63;
assign n30 = 28;
assign n31 = 18;
assign n32 = 2;
assign n33 = 12;
assign n34 = 2;
assign n35 = 28;
assign n40 = 10;
assign n41 = 18;
assign n42 = 18;
assign n43 = 31;
assign n44 = 2;
assign n45 = 2;
assign n50 = 30;
assign n51 = 16;
assign n52 = 30;
assign n53 = 2;
assign n54 = 2;
assign n55 = 30;
assign n60 = 12;
assign n61 = 18;
assign n62 = 16;
assign n63 = 30;
assign n64 = 18;
assign n65 = 30;
assign n70 = 30;
assign n71 = 18;
assign n72 = 6;
assign n73 = 4;
assign n74 = 12;
assign n75 = 8;
assign n80 = 30;
assign n81 = 18;
assign n82 = 30;
assign n83 = 18;
assign n84 = 18;
assign n85 = 30;
assign n90 = 30;
assign n91 = 18;
assign n92 = 18;
assign n93 = 30;
assign n94 = 2;
assign n95 = 2;
always@(posedge clk, posedge rst)
begin
	if(rst) pic <= 0;
	else begin
		if(poX>=x && poX<=x+5) begin
			case(num)
			0: begin
				case(y-poY)
				0:pic <= n00[poX-x];
				1:pic <= n01[poX-x];
				2:pic <= n02[poX-x];
				3:pic <= n03[poX-x];
				4:pic <= n04[poX-x];
				5:pic <= n05[poX-x];
				default:pic<=0;
				endcase
			end
			1: begin
				case(y-poY)
				0:pic <= n10[poX-x];
				1:pic <= n11[poX-x];
				2:pic <= n12[poX-x];
				3:pic <= n13[poX-x];
				4:pic <= n14[poX-x];
				5:pic <= n15[poX-x];
				default:pic<=0;
				endcase
			end
			2: begin
				case(y-poY)
				0:pic <= n20[poX-x];
				1:pic <= n21[poX-x];
				2:pic <= n22[poX-x];
				3:pic <= n23[poX-x];
				4:pic <= n24[poX-x];
				5:pic <= n25[poX-x];
				default:pic<=0;
				endcase
			end
			3: begin
				case(y-poY)
				0:pic <= n30[poX-x];
				1:pic <= n31[poX-x];
				2:pic <= n32[poX-x];
				3:pic <= n33[poX-x];
				4:pic <= n34[poX-x];
				5:pic <= n35[poX-x];
				default:pic<=0;
				endcase
			end
			4: begin
				case(y-poY)
				0:pic <= n40[poX-x];
				1:pic <= n41[poX-x];
				2:pic <= n42[poX-x];
				3:pic <= n43[poX-x];
				4:pic <= n44[poX-x];
				5:pic <= n45[poX-x];
				default:pic<=0;
				endcase
			end
			5: begin
				case(y-poY)
				0:pic <= n50[poX-x];
				1:pic <= n51[poX-x];
				2:pic <= n52[poX-x];
				3:pic <= n53[poX-x];
				4:pic <= n54[poX-x];
				5:pic <= n55[poX-x];
				default:pic<=0;
				endcase
			end
			6: begin
				case(y-poY)
				0:pic <= n60[poX-x];
				1:pic <= n61[poX-x];
				2:pic <= n62[poX-x];
				3:pic <= n63[poX-x];
				4:pic <= n64[poX-x];
				5:pic <= n65[poX-x];
				default:pic<=0;
				endcase
			end
			7: begin
				case(y-poY)
				0:pic <= n70[poX-x];
				1:pic <= n71[poX-x];
				2:pic <= n72[poX-x];
				3:pic <= n73[poX-x];
				4:pic <= n74[poX-x];
				5:pic <= n75[poX-x];
				default:pic<=0;
				endcase
			end
			8: begin
				case(y-poY)
				0:pic <= n80[poX-x];
				1:pic <= n81[poX-x];
				2:pic <= n82[poX-x];
				3:pic <= n83[poX-x];
				4:pic <= n84[poX-x];
				5:pic <= n85[poX-x];
				default:pic<=0;
				endcase
			end
			9: begin
				case(y-poY)
				0:pic <= n90[poX-x];
				1:pic <= n91[poX-x];
				2:pic <= n92[poX-x];
				3:pic <= n93[poX-x];
				4:pic <= n94[poX-x];
				5:pic <= n95[poX-x];
				default:pic<=0;
				endcase
			end
			default: pic <= 0;
			endcase
		end else pic<=0;
	end
end
endmodule
==> Slide: Implementation Results <==
Run Summary

Run status
  – Status: finished with violations
  – Violated checks: setup timing

Synth
  – #FFs+latches synth: 1
  – Synth area leader: sky130_fd_sc_hd__ha_1
  – Fraction of synthesis flops using an asynchronous set or reset pin: 100.0%
  – Syn Inst Count: 280
  – Fraction of post-synthesis cell area in the top cell type by area: 22.96%
  – Count of flip-flops with a built-in enable after synthesis: 0
  – Count of instantiated cells in the yosys netlist: 280
  – Most area-consuming cells after synthesis: sky130_fd_sc_hd__ha_1 (23%), sky130_fd_sc_hd__xnor2_1 (6.3%), sky130_fd_sc_hd__inv_1 (6.1%), sky130_fd_sc_hd__a21oi_1 (4.6%), sky130_fd_sc_hd__nor2_1 (4.6%)
  – Part of the Yosys area used for sequential elements: 1.276%
  – Area figure in the yosys stat output: 1962 sq um
  – Dominant Register Cell: sky130_fd_sc_hd__dfrtp_1
  – Distinct cell type count after synthesis: 57
  – Synth Cell Area: 1962 sq um
  – Mean instance size in the synthesized netlist: 7.007 sq um
  – Yosys warning tally: 1

STA
  – Setup_tns: -2.836 ns
  – Final critical-path setup slack: -2.836 ns
  – Pins over their slew limit: 0
  – Setup repair after global routing missed its margin: yes
  – Final Hold Vio Count: 0
  – Finish-stage setup viols: 1
  – Final critical path time including I/O delays and setup: 3.836 ns
  – Fin crit share: 383.6%
  – Max transition margin: 59.15%
  – Achievable clock frequency: 260.7 MHz
  – Transition time at the pin with the least slew margin: 0.6084 ns

CTS
  – Number of hold buffers added after cts: 0
  – Clock transition at the registers of the reported paths: 0 ns

Floorplanning
  – Die Height: 108 um
  – Num ports: 51
  – Die width: 108 um
  – Floorplan core area: 7647 sq um
  – Share of the core filled by cells before placement: 25.65%
  – Std-Cell Rows: 32
  – Overall chip area: 11,660 sq um

Critical path
  – Category of the critical setup timing path: in2reg
  – Type of origin of the critical path: input pin
  – Critical Path End Type: flip-flop
  – Worst EP required: 0.93 ns
  – Data arrival time of the worst path: 3.77 ns
  – Critical Path, Cell by Cell: clkdlybuf4s50_1 > ha_4 > o21a_1 > nor2_2 > xnor2_1 > nor4_2 > o2111ai_2 > buf_4 > buf_4 > buf_4 > buf_4 > buf_4 > buf_4 > buf_4 > buf_4 > buf_4 > buf_4 > buf_4 > buf_4 > buf_4 > buf_4 > buf_4 > nor2_1 > and4bb_1
  – Crit path top cell by count: sky130_fd_sc_hd__buf_4
  – Largest driver fanout on the critical path: 4
  – CP max stage delay: 0.45 ns
  – Cell type of the slowest stage on the worst timing path: sky130_fd_sc_hd__clkdlybuf4s50_1

Routing
  – Violation count after the first detailed-routing iteration: 156
  – Top routing layer in use: met4
  – WL met1: 3.222 mm
  – Final antenna-violating net count: 0
  – Met3 WL: 314 um
  – Ratio of routed vias to standard cells: 4.725
  – Post-route DRC violation count: 0
  – Via count: 2,509
  – Per-cell routed wire length: 11.84 um
  – Number of antenna repair diodes: 0
  – Count of TritonRoute iterations in the first routing pass: 4
  – Detailed Route WL: 6.286 mm
  – Detail Route met2 WL: 2.722 mm

Global route
  – Global-route wire length before repair: 10.75 mm
  – GRT Residual Overflow: 0
  – Initial antenna violation count: 0
  – Via count of the first global-routing pass: 2,499
  – Maximum number of pins on one net before global-route repair: 17
  – Overall global routing resource usage: 10.50%

Layout
  – Leading registers by flop count: pic: 1 flops
  – Layout cells sized above 1: 36.36%
  – Number of fill cells: 732
  – Max reg flops: 1
  – Synthesis-to-finish area growth: 81.76%
  – Post-route core utilization: 46.63%
  – Register containing the most flip-flops in the final layout: pic

Placed design
  – Post-Place Worst Slack: -3.273 ns
  – Routability-driven placement congestion ratio: 1.021
  – HPWL Detailed: 5.147 mm
  – IO buf count: 50

Power
  – Leakage dissipation: 1.614 nW
  – Power density over the cells: 601.5 nW/um^2
  – Overall power of the completed layout: 2.145 mW
  – Maximum vdd drop: 186.1 uV

Job
  – Maximum Capacitance Violations: 0
  – Tool warning count: 33

Min path
  – Class of the tightest hold or removal check: in2async
worst paths after layout:
check / startpoint / end / slack [ns]
max in group asynchronous: rst / pic / 0.56
max: y[6] / pic / -2.84
min: rst / pic / 0.35
min in group clk0: pic / pic / 0.61
cell type report:
class	count	area, sq um	area share, %
sequential	1	25.02	0.7018
timing repair buffer	158	1306	36.63
inverter	32	132.6	3.719
multi-input combinational	238	1974	55.37
tap	102	127.6	3.579
synthesized netlist by cell type, drive strengths merged, types with 2 or more instances:
master	count
ha	36
inv	32
nor2	25
a21oi	18
nand2	17
o21ai	17
xnor2	14
nor3	8
nand2b	7
o21a	7
clkbuf	6
nand3	6
nand4	5
nor2b	5
nor4	5
a211oi	4
a31oi	4
mux2i	4
a2111oi	3
a21o	3
buf	3
nor3b	3
o2111ai	3
o211ai	3
o21bai	3
or4	3
xor2	3
and2	2
fa	2
nand3b	2
o31ai	2
o41ai	2
or3	2
critical path, delay by kind of cell:
| kind | cells | cell delay (ns) |
|---|---|---|
| fa+ha+maj | 1 | 0.30 |
| xor+xnor | 1 | 0.12 |
| simple gates | 4 | 0.57 |
| compound gates | 2 | 0.30 |
| buf+inv | 16 | 2.30 |
cell families (layout without fill, tap and decap cells):
| group | after synthesis | in the layout | share of synthesized area, % |
|---|---|---|---|
| AND-OR/OR-AND | 81 | 81 | 27.55 |
| flip-flops | 1 | 1 | 1.275 |
| adder cells (fa/ha/maj) | 38 | 38 | 25.00 |
| buffers and inverters | 41 | 190 | 8.164 |
| XOR/XNOR | 18 | 18 | 9.503 |
| multiplexers | 5 | 5 | 2.615 |
| AND/OR/NAND/NOR | 96 | 96 | 25.89 |
routing by layer:
layer | vias to the layer above | GRT usage [%]
li1 | 1332 | -
met4 | 0 | 0.6679
met5 | - | 0
met3 | 2 | 1.325
met2 | 59 | 16.68
met1 | 1116 | 15.47
stage by stage:
step	area, sq um	instances	hold slack (ns)
floorplan	2011	280	-0.07129
global placement	3289	515	0.3434
detailed placement	3289	515	0.3469
CTS	3495	530	0.3547
global route	3566	531	0.3761
finish	3566	531	0.3505
timing repair:
action / CTS / global route
endpoints found under the setup margin: 1 / 2
gates resized: 49 / 14
pin swaps: 24 / 7
buffers inserted: 15 / 1
cell usage in the layout (no fill, tap or decap), types with 5 or more instances in the layout:
cell                              count
sky130_fd_sc_hd__o21ai_0             15
sky130_fd_sc_hd__xnor2_1             14
sky130_fd_sc_hd__inv_2                9
sky130_fd_sc_hd__nand3_1              6
sky130_fd_sc_hd__buf_4              107
sky130_fd_sc_hd__nand2b_1             7
sky130_fd_sc_hd__inv_1               22
sky130_fd_sc_hd__nand4_1              5
sky130_fd_sc_hd__a21oi_2              7
sky130_fd_sc_hd__a21oi_1             11
sky130_fd_sc_hd__nor2b_1              5
sky130_fd_sc_hd__ha_4                 9
sky130_fd_sc_hd__dlygate4sd2_1        8
sky130_fd_sc_hd__nand2_1             16
sky130_fd_sc_hd__o21a_1               7
sky130_fd_sc_hd__nor2_1              23
sky130_fd_sc_hd__clkdlybuf4s50_1     35
sky130_fd_sc_hd__nor3_1               7
sky130_fd_sc_hd__ha_1                26
where the power goes:
part / internal (mW) / switching (mW)
Clock: 0 / 0
Sequential: 0.0412 / 0.00000135
Combinational: 1.15 / 0.949
Total: 1.20 / 0.949
Power is estimated from default activity; no workload was simulated.
